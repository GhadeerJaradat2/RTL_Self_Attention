**./config.mk**
```make
export PLATFORM = sky130hd
export DESIGN_NAME = Adder
export DESIGN_NICKNAME = Adder
export VERILOG_FILES = /design/flow/design.v
export SDC_FILE = /design/flow/constraint.sdc
export NUM_CORES = 4
export LEC_CHECK = 1
export CORE_AREA = 10 10 660 660
export DIE_AREA = 0 0 670 670
```
**./run.sh**
```bash
#!/bin/bash
# OpenROAD 26Q1-2900-gdf79404cd8, Yosys 0.63+post, stock flow scripts
make -C /OpenROAD-flow-scripts/flow DESIGN_CONFIG=/design/flow/config.mk WORK_HOME=/design/flow/orfs finish
```
**./constraint.sdc**
```tcl
current_design Adder

set clk_period 1.6
set clk_io_pct 0.2

create_clock -name clk0 -period $clk_period [get_ports {clk}]

set non_clock_inputs [all_inputs -no_clocks]
set_input_delay [expr $clk_period * $clk_io_pct] -clock clk0 $non_clock_inputs
set_output_delay [expr $clk_period * $clk_io_pct] -clock clk0 [all_outputs]
```
**./design.v**
```verilog
module Adder #(parameter width=8)(
	input clk,_reset,
	input enable,
	input MulFractionsFlag,
	input MulValueFlag,
	input signed [2*width-1:0] Int0,Int1 ,Int2 ,Int3,
	input signed [2*width-1:0] Int4,Int5 ,Int6 ,Int7,
	input signed [2*width-1:0] Int8,Int9 ,Int10 ,Int11,
	input signed [2*width-1:0] Int12,Int13 ,Int14 ,Int15,
	input signed [2*width-1:0] Frac1_0,Frac1_1 ,Frac1_2 ,Frac1_3,
	input signed [2*width-1:0] Frac1_4,Frac1_5 ,Frac1_6 ,Frac1_7 ,
	input signed [2*width-1:0] Frac1_8,Frac1_9 ,Frac1_10 ,Frac1_11,
	input signed [2*width-1:0] Frac1_12,Frac1_13 ,Frac1_14 ,Frac1_15 ,
	input signed [2*width-1:0] Frac2_0,Frac2_1 ,Frac2_2 ,Frac2_3,
	input signed [2*width-1:0] Frac2_4,Frac2_5 ,Frac2_6 ,Frac2_7 ,
	input signed [2*width-1:0] Frac2_8,Frac2_9 ,Frac2_10 ,Frac2_11,
	input signed [2*width-1:0] Frac2_12,Frac2_13 ,Frac2_14 ,Frac2_15 ,
	output reg signed [3*width-1:0] TotalRes_0, TotalRes_1 , TotalRes_2 ,TotalRes_3 ,
	output reg signed [3*width-1:0] TotalRes_4, TotalRes_5 , TotalRes_6 ,TotalRes_7 ,
	output reg signed [3*width-1:0] TotalRes_8, TotalRes_9 , TotalRes_10 ,TotalRes_11 ,
	output reg signed [3*width-1:0] TotalRes_12, TotalRes_13 , TotalRes_14 ,TotalRes_15	
	);
reg [4*width-1:0] temp;
always@(posedge clk or negedge _reset)
begin
	if(!_reset) 
	begin
			TotalRes_0 <=0 ;
			TotalRes_1 <=0 ;
			TotalRes_2 <=0 ;
			TotalRes_3 <=0;
			TotalRes_4 <=0 ;
			TotalRes_5 <=0 ;
			TotalRes_6 <=0 ;
			TotalRes_7 <=0 ;
			TotalRes_8 <=0 ;
			TotalRes_9 <=0 ;
			TotalRes_10 <=0 ;
			TotalRes_11 <=0;
			TotalRes_12 <=0 ;
			TotalRes_13 <=0 ;
			TotalRes_14 <=0 ;
			TotalRes_15 <=0 ;
	end
	else
	begin
		if(enable)
		begin
			if(MulFractionsFlag)
			begin
						TotalRes_0<=(Int0<<<8) + Frac1_0 + Frac2_0;
						TotalRes_1<=(Int1<<<8) + Frac1_1 + Frac2_1;
						TotalRes_2<=(Int2<<<8) + Frac1_2 + Frac2_2;
						TotalRes_3<=(Int3<<<8) + Frac1_3 + Frac2_3;
						TotalRes_4<=(Int4<<<8) + Frac1_4 + Frac2_4;
						TotalRes_5<=(Int5<<<8) + Frac1_5 + Frac2_5;
						TotalRes_6<=(Int6<<<8) + Frac1_6 + Frac2_6;
						TotalRes_7<=(Int7<<<8) + Frac1_7 + Frac2_7;
						TotalRes_8<=(Int8<<<8) + Frac1_8 + Frac2_8;
						TotalRes_9<=(Int9<<<8) + Frac1_9 + Frac2_9;
						TotalRes_10<=(Int10<<<8) + Frac1_10 + Frac2_10;
						TotalRes_11<=(Int11<<<8) + Frac1_11 + Frac2_11;
						TotalRes_12<=(Int12<<<8) + Frac1_12 + Frac2_12;
						TotalRes_13<=(Int13<<<8) + Frac1_13 + Frac2_13;
						TotalRes_14<=(Int14<<<8) + Frac1_14 + Frac2_14;
						TotalRes_15<=(Int15<<<8) + Frac1_15 + Frac2_15;
			end
			else if (MulValueFlag)
			begin
						TotalRes_0 <= ((Frac1_0<<<16) + ((Frac1_8 + Frac2_0)<<<8) + Frac2_8 )>>>8;
						TotalRes_1 <= ((Frac1_1<<<16) + ((Frac1_9 + Frac2_1)<<<8) + Frac2_9 )>>>8;
						TotalRes_2 <= ((Frac1_2<<<16) + ((Frac1_10 + Frac2_2)<<<8) + Frac2_10 )>>>8;
						TotalRes_3 <= ((Frac1_3<<<16) + ((Frac1_11 + Frac2_3)<<<8) + Frac2_11 )>>>8;
						TotalRes_4 <= ((Frac1_4<<<16) + ((Frac1_12 + Frac2_4)<<<8) + Frac2_12 )>>>8 ;
						TotalRes_5 <= ((Frac1_5<<<16) + ((Frac1_13 + Frac2_5)<<<8) + Frac2_13 )>>>8 ;
						TotalRes_6 <= ((Frac1_6<<<16) + ((Frac1_14 + Frac2_6)<<<8) + Frac2_14 )>>>8;
						TotalRes_7 <= ((Frac1_7<<<16) + ((Frac1_15 + Frac2_7)<<<8) + Frac2_15 )>>>8;
						TotalRes_8 <= 0;
						TotalRes_9 <= 0;
						TotalRes_10 <= 0;
						TotalRes_11 <= 0;
						TotalRes_12 <= 0;
						TotalRes_13 <= 0;
						TotalRes_14 <= 0;
						TotalRes_15 <= 0;
			end
		end
	end
end
endmodule
```
==> results.yml <==
# yosys + openroad results
die:
  fp.dieH_microns: 670
  core_area_sq_mm: 0.420
  dieArea_sq_mm: 0.449
  die_w_microns: 670
  rows: 238
  fp-utilization_pct: 11.9
  ios: 1157
synthesis:
  logic_family: "adder cells"
  async_flop_share_pct: 100
  xor_share_pct: 8.85
  mux_area_share_pct: 0.971
  synth_area_sq_mm: 0.0500
  ys_sh_adder_pct: 32.6
  synth.avg_cell_area_sq_um: 8.93
  yosys.area_share.simple_pct: 13.5
  ys.flops: 384
  ys_seq_share_pct: 19.2
  netlist-cell-type-count: 90
  ys_cells: 5597
  yosys_warnings: 1
  edf_count: 0
  aoi_share_pct: 22.1
  synth_top_cell_by_area: "ha_1"
  synthFlopType: "dfrtp_1"
  yosys-top-cells-area: "ha_1, dfrtp_1, fa_1"
  synth_top_area_share_pct: 19.4
  synth_cells: 5597
  yosys_area_sq_mm: 0.0500
sta:
  setup_viol_count_final: 695
  tightest_slew_ps: 862
  fin_crit_ps: 4030
  max_freq_ghz: 0.248
  rsz0062_at_grt: "yes"
  slew_headroom_pct: 41.8
  final-max-slew-violation-count: 0
  finClkSkew_ps: 0
  finalHoldViolations: 0
  setup_ws_ps: -2430
  min_period_over_period_pct: 252
power:
  power_frac_clock_pct: 14.7
  p_int_mw: 58.1
  power_switching_mw: 41.0
  combPwrFrac_pct: 69.6
  seqPwrFrac_pct: 15.7
  ir_worst_vdd_v: 0.00102
  p_leak_nw: 43.0
  pwr_density_cell_mw_per_mm2: 1020
  swShare_pct: 41.4
  power_mw: 99.1
setup_path:
  start_kind: "primary input"
  reg2reg_from: "TotalRes_4[22]"
  crit_family: "AND-OR/OR-AND gates"
  cp_slowest_cell: "fa_1"
  r2r_setup_slack_ps: 500
  rr_worst_depth: 2
  critPathMaxFanout: 6
  crit_path_end_kind: "flip-flop"
  worstPathArrival_ps: 4640
  cpPeakStageDelay_ps: 440
  regToRegEndpoint: "TotalRes_4[22]"
  cp.required_ps: 2210
  crit_buf_inv: 3
  crit_type: "in -> reg"
worst_hold_path:
  hold_path.class: "in -> async"
cts:
  clock-sinks: 384
  cts_tree: "yes"
  root_buffer: "clkbuf_16"
  htreeDepth: 2
  clkTransAtPathRegs_ps: 60
  clockBufferDepth: 3
  cts_buffers: 60
  worstSkewPairLatency_ps: 740
global_route:
  busiest_layer: "met2"
  use_met3_pct: 2.76
  grt_max_degree: 60
  grt_pass1_vias: 56299
  antenna_found_initial: 92
  grt_overflow: 0
  use_met2_pct: 22.9
  grt_use_met1_pct: 17.3
  grt_usage_pct: 13.5
  grt_pass1_wl_microns: 428000
placement:
  placed_area_sq_mm: 0.0872
  port_buffers: 1156
  dpl.hpwl_microns: 275000
  gp_congestion: 0.980
run:
  tool_warnings: 29
  maxCapViolCount: 0
drt:
  finalWirelength_microns: 312000
  drt-initial-drc-count: 2543
  first_pass_iters: 7
  vias: 55504
  antenna_left: 0
  drc: 0
  wl_per_cell_microns: 21.5
  vias_per_cell: 3.82
cells_and_area:
  design_area_sq_mm: 0.0970
  fill_cells: 44775
  syn_to_final_growth_pct: 94.0
  drive_gt1_share_pct: 39.6
status:
  status: "finished, violations left"
  violations: "negative setup slack"
[metal layers]
layer	share of wire [%]	routed length, microns	up-vias
met2	48	149000	1313
met1	43	133000	26899
met5	0.066	207	-
li1	-	-	26834
met3	5.3	16700	424
met4	4.3	13500	34
[synthesized netlist by cell type (all sizes together), types with 33 or more instances]
library cell,n
inv,236
mux2i,45
fa,328
or3,45
o211ai,36
nor2,366
ha,776
o21ai,502
and3,57
xnor2,345
clkbuf,115
a21o,163
a21oi,426
a211oi,73
nor3,119
dfrtp,384
nand2b,68
o31ai,50
nor2b,45
a221o,33
xor2,159
a31oi,77
o21a,64
nand2,517
o21bai,64
nand3,107
[state kept, by name, indices dropped and copies added (netlist names)]
| register | cells |
|---|---|
| TotalRes_3 | 24 |
| TotalRes_9 | 24 |
| TotalRes_14 | 24 |
| TotalRes_8 | 24 |
| TotalRes_5 | 24 |
| TotalRes_0 | 24 |
| TotalRes_11 | 24 |
| TotalRes_4 | 24 |
| TotalRes_6 | 24 |
| TotalRes_2 | 24 |
| TotalRes_7 | 24 |
| TotalRes_10 | 24 |
| TotalRes_12 | 24 |
| TotalRes_13 | 24 |
| TotalRes_15 | 24 |
| TotalRes_1 | 24 |
[cells by family (layout without fill, tap and decap cells)]
family	after synthesis	in the layout
AOI/OAI and AO/OA	1734	1734
and+or+nand+nor	1459	1459
adders and majority gates	1104	1104
xor gates and xnor gates	504	504
DFF	384	384
buffers and inverters	365	3600
muxes	47	47
other	0	49
[power groups by stage]
stage	Clock (mW)	Combinational, mW	Sequential [mW]
finish	14.6	69.0	15.6
global route	15.5	75.0	15.9
CTS	15.2	63.7	15.6
[worst max path at each step]
stage / slack [ps] / start / endpoint / depth (start not counted)
after CTS: -2500 / Frac2_5[0] / TotalRes_5[18] / 23
after global routing: -2580 / Frac2_1[0] / TotalRes_1[22] / 25
final: -2430 / Frac2_1[0] / TotalRes_1[16] / 25
[per-stage QoR]
stage	TNS (ps)	utilization (%)	std cells	setup WS [ps]	hold WS, ps
after floorplan	-408720	-	5597	-2770	24.4
after global placement	-779460	20.7	14202	-3870	155
after detailed placement	-777620	20.7	14202	-3930	155
after CTS	-551870	21.6	14386	-2500	4.06
after global routing	-522860	23.1	14505	-2580	6.05
final	-460330	23.1	14521	-2430	65.6
[worst register-to-register path: stages, from the launching register on]
cell and delay [ps]:
dfrtp_1 410, a22o_1 220, or3_1 340
[cell usage in the layout (no fill, tap or decap), types with 35 or more instances in the layout]
cell type        instances
a21oi_4                 44
o21ai_2                 87
and3_1                  40
mux2i_1                 42
a21oi_1                246
o21ai_1                231
xnor2_1                276
nor2_1                 307
dfrtp_1                384
nor3_1                  86
xnor2_2                 58
nand3_1                 97
xor2_1                 138
fa_2                    51
clkdlybuf4s50_1        762
ha_4                   257
inv_1                  183
a21oi_2                136
nand2_1                484
a211oi_1                38
clkbuf_16               63
nand2b_1                61
buf_12                 130
nor2_2                  39
o21ai_0                164
o21bai_1                49
diode_2                 49
dlymetal6s2s_1         224
inv_2                   47
a21o_1                 163
o21a_1                  62
fa_1                   277
buf_4                 1861
o211ai_1                35
buf_6                  175
or3_1                   37
ha_1                   501
a31oi_1                 51
[cell type report]
| class | count | area (sq um) | area share (%) |
|---|---|---|---|
| multi-input cells | 4848 | 47300 | 48.8 |
| flip-flops and latches | 384 | 9610 | 9.91 |
| diodes | 49 | 123 | 0.126 |
| clock inverters | 30 | 343 | 0.354 |
| well taps | 5640 | 7060 | 7.28 |
| clock buffers | 84 | 1760 | 1.82 |
| repair buffers | 3249 | 29800 | 30.8 |
| inverters | 237 | 908 | 0.937 |
[timing repair]
action | CTS | global route
hold endpoints to repair | 393 | 0
endpoints found under the setup margin | 717 | 710
hold buffers | 12 | 0
setup buffers | 62 | 141
pin swaps | 228 | 771
resized | 370 | 1342
gates cloned | 0 | 1
Power and IR drop assume default switching activity.
